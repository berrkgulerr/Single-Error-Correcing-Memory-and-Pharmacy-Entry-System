===== run.sh =====
#!/bin/bash
# OpenROAD 26Q1-2900-gdf79404cd8, Yosys 0.63+post, stock flow scripts
make -C /OpenROAD-flow-scripts/flow DESIGN_CONFIG=/design/flow/config.mk WORK_HOME=/design/flow/orfs finish

===== config.mk =====
export PLATFORM = sky130hd
export DESIGN_NAME = PharmacyMem
export DESIGN_NICKNAME = PharmacyMem
export VERILOG_FILES = /design/flow/design.v
export SDC_FILE = /design/flow/constraint.sdc
export NUM_CORES = 4
export LEC_CHECK = 1
export CORE_UTILIZATION = 40

===== constraint.sdc =====
current_design PharmacyMem

set clk_period 30.1
set clk_io_pct 0.2

create_clock -name clk0 -period $clk_period [get_ports {clk}]

set non_clock_inputs [all_inputs -no_clocks]
set_input_delay [expr $clk_period * $clk_io_pct] -clock clk0 $non_clock_inputs
set_output_delay [expr $clk_period * $clk_io_pct] -clock clk0 [all_outputs]

===== design.v =====
`timescale 1ns / 1ps
module PharmacyMem(
    input [4:0] studentID ,
    input clk,
    input [1:0] mode ,  
    input [7:0] checkInTime,
    output reg [4:0] listOutput,
    output reg listBusy ,
    output reg ready
	);
reg[3:0] last;
reg[3:0] i;
reg[4:0]stdid[10:1];
reg[7:0]chkin[10:1];
reg[7:0] tempt;
reg[4:0] tempid;
initial begin
	i=0;
	last = 0;
	listBusy = 0;
	stdid[1] = 0;stdid[2] = 0;stdid[3] = 0;stdid[4] = 0;stdid[5] = 0;stdid[6] = 0;stdid[7] = 0;stdid[8] = 0;stdid[9] = 0;stdid[10] = 0;
	chkin[1] = 0;chkin[2] = 0;chkin[3] = 0;chkin[4] = 0;chkin[5] = 0;chkin[6] = 0;chkin[7] = 0;chkin[8] = 0;chkin[9] = 0;chkin[10] = 0;
end
always@(posedge clk)
begin
	if(mode == 2  && last!=10)begin
		listBusy = 0;
		last = last+1;
		stdid[last] = studentID;
		chkin[last] = checkInTime;
		if((stdid[10] != 0) && chkin[10] < chkin[5])begin
			tempt = chkin[5];
			chkin[5] = chkin[10];
			chkin[10] = tempt;
			tempid = stdid[5];
			stdid[5] = stdid[10];
			stdid[10] = tempid;
		end
		if((stdid[9] != 0) && chkin[9] < chkin[4])begin
			tempt = chkin[4];
			chkin[4] = chkin[9];
			chkin[9] = tempt;
			tempid = stdid[4];
			stdid[4] = stdid[9];
			stdid[9] = tempid;
		end
		if((stdid[8] != 0) && chkin[8] < chkin[4])begin
			tempt = chkin[4];
			chkin[4] = chkin[8];
			chkin[8] = tempt;
			tempid = stdid[4];
			stdid[4] = stdid[8];
			stdid[8] = tempid;
		end
		if((stdid[7] != 0) && chkin[7] < chkin[3])begin
			tempt = chkin[3];
			chkin[3] = chkin[7];
			chkin[7] = tempt;
			tempid = stdid[3];
			stdid[3] = stdid[7];
			stdid[7] = tempid;
		end
		if((stdid[6] != 0) && chkin[6] < chkin[3])begin
			tempt = chkin[3];
			chkin[3] = chkin[6];
			chkin[6] = tempt;
			tempid = stdid[3];
			stdid[3] = stdid[6];
			stdid[6] = tempid;
		end
		if((stdid[5] != 0) && chkin[5] < chkin[2])begin
			tempt = chkin[2];
			chkin[2] = chkin[5];
			chkin[5] = tempt;
			tempid = stdid[2];
			stdid[2] = stdid[5];
			stdid[5] = tempid;
		end
		if((stdid[4] != 0) && chkin[4] < chkin[2])begin
			tempt = chkin[2];
			chkin[2] = chkin[4];
			chkin[4] = tempt;
			tempid = stdid[2];
			stdid[2] = stdid[4];
			stdid[4] = tempid;
		end
		if((stdid[3] != 0) && chkin[3] < chkin[1])begin
			tempt = chkin[1];
			chkin[1] = chkin[3];
			chkin[3] = tempt;
			tempid = stdid[1];
			stdid[1] = stdid[3];
			stdid[3] = tempid;
		end
		if((stdid[2] != 0) && chkin[2] < chkin[1])begin
			tempt = chkin[1];
			chkin[1] = chkin[2];
			chkin[2] = tempt;
			tempid = stdid[1];
			stdid[1] = stdid[2];
			stdid[2] = tempid;
		end
		i=0;
	end
	else if(mode==3 && last!=0)begin
		listBusy = 0;
		stdid[1] = stdid[last];
		chkin[1] = chkin[last];
		stdid[last] = 0;
		chkin[last] = 0;
		last = last-1;
		if(((chkin[1] > chkin[2]) && (chkin[3] > chkin[2]) && (stdid[2] != 0)))begin
			tempt = chkin[1];
			chkin[1] = chkin[2];
			chkin[2] = tempt;
			tempid = stdid[1];
			stdid[1] = stdid[2];
			stdid[2] = tempid;
		end
		else if(((chkin[1] > chkin[2]) && (stdid[3]==0) && (stdid[2] != 0)))begin
			tempt = chkin[1];
			chkin[1] = chkin[2];
			chkin[2] = tempt;
			tempid = stdid[1];
			stdid[1] = stdid[2];
			stdid[2] = tempid;
		end
		else if((chkin[1] > chkin[3]) && (chkin[2] > chkin[3]) && (stdid[3] != 0))begin
			tempt = chkin[1];
			chkin[1] = chkin[3];
			chkin[3] = tempt;
			tempid = stdid[1];
			stdid[1] = stdid[3];
			stdid[3] = tempid;
		end
		if((chkin[2] > chkin[4]) && (chkin[5] > chkin[4]) && (stdid[4] != 0))begin
			tempt = chkin[2];
			chkin[2] = chkin[4];
			chkin[4] = tempt;
			tempid = stdid[2];
			stdid[2] = stdid[4];
			stdid[4] = tempid;
		end
		else if(((chkin[2] > chkin[4]) && (stdid[5]==0) && (stdid[4] != 0)))begin
			tempt = chkin[2];
			chkin[2] = chkin[4];
			chkin[4] = tempt;
			tempid = stdid[2];
			stdid[2] = stdid[4];
			stdid[4] = tempid;
		end
		else if((chkin[2] > chkin[5]) && (chkin[4] > chkin[5]) && (stdid[5] != 0))begin
			tempt = chkin[2];
			chkin[2] = chkin[5];
			chkin[5] = tempt;
			tempid = stdid[2];
			stdid[2] = stdid[5];
			stdid[5] = tempid;
		end
		if((chkin[3] > chkin[6]) && (chkin[7] > chkin[6]) && (stdid[6] != 0))begin
			tempt = chkin[3];
			chkin[3] = chkin[6];
			chkin[6] = tempt;
			tempid = stdid[3];
			stdid[3] = stdid[6];
			stdid[6] = tempid;
		end
		else if(((chkin[3] > chkin[6]) && (stdid[7]==0) && (stdid[6] != 0)))begin
			tempt = chkin[3];
			chkin[3] = chkin[6];
			chkin[6] = tempt;
			tempid = stdid[3];
			stdid[3] = stdid[6];
			stdid[6] = tempid;
		end
		else if((chkin[3] > chkin[7]) && (chkin[6] > chkin[7]) && (stdid[7] != 0))begin
			tempt = chkin[3];
			chkin[3] = chkin[7];
			chkin[7] = tempt;
			tempid = stdid[3];
			stdid[3] = stdid[7];
			stdid[7] = tempid;
		end
		if((chkin[4] > chkin[8]) && (chkin[9] > chkin[8]) && (stdid[8] != 0))begin
			tempt = chkin[4];
			chkin[4] = chkin[8];
			chkin[8] = tempt;
			tempid = stdid[4];
			stdid[4] = stdid[8];
			stdid[8] = tempid;
		end
		else if(((chkin[4] > chkin[8]) && (stdid[9]==0) && (stdid[8] != 0)))begin
			tempt = chkin[4];
			chkin[4] = chkin[8];
			chkin[8] = tempt;
			tempid = stdid[4];
			stdid[4] = stdid[8];
			stdid[8] = tempid;
		end
		else if((chkin[4] > chkin[9]) && (chkin[8] > chkin[9]) && (stdid[9] != 0))begin
			tempt = chkin[4];
			chkin[4] = chkin[9];
			chkin[9] = tempt;
			tempid = stdid[4];
			stdid[4] = stdid[9];
			stdid[9] = tempid;
		end
		i=0;
	end
	else if(mode == 0)begin
		if(i==0)begin
			ready=1;
			listBusy = 0;
			i=i+1;
		end
		if(i>0 && i<=last)begin
			listBusy=1;
			ready=0;
			listOutput = stdid[i];
			i=i+1;
		end
		else if(i>last)begin
			ready = 1;
			listBusy = 0;
			i = 1;
		end
	end
end
endmodule

==> results.txt <==
Implementation results are summarized by area below.

Layout
The number of fillers in the final layout is 4644. The final instance count without filler cells is roughly 3.0k. The area of all sequential standard cells is about 4700 µm². The area taken by multi-input combinational cells is reported as between 10000 and 15000 µm². Per the final layout report, the fraction of cells sized above drive strength 1 comes to 8.429%. The final core utilization is between 40% and 50%. The layout overhead on the synthesized area is 7.016%.

Final timing
The final-report hold violation count is 0. The final timing report lists a max-slew violation count of 0. The count of final setup violators is 0. The post-route setup TNS is 0 ns. Setup repair after global routing left no endpoint under its margin. The achievable frequency is between 0.05 and 0.06 GHz. The largest clock skew in the final design is between 0.01 and 0.015 ns. The relative slew slack is between 30% and 40%.

The worst path in the final design needs a cycle of between 15 and 20 ns, including I/O delays and setup. In the finished design, the share of the clock period the worst path needs comes to 55.72%. The pin closest to its max-slew limit shows a slew of about 1.0 ns. The worst setup margin is 13.33 ns.

Job
The number of max-cap violations is 0. Across all stage logs, warnings added up to 32.

Setup path
The largest driver fanout on the critical path is 42. The data arrival at the endpoint of the critical path is ~17 ns. The type of destination of the critical path is a flop.

The cell with the largest stage delay on the worst path is a2111oi_1. The launching element type of the critical path is an input pin. The kind of critical path is in2reg. The cell depth of the worst flop-to-flop path is about 42. The data required time reported for the critical path is a little over 30 ns. The longest individual stage delay on the worst path is a little over 0.8 ns. Per STA, the library cell used most along the worst path is a21o_1.

Placement
The worst setup slack after placement is 12.99 ns. Detailed placement ended at an HPWL of 57.82 mm. The cell count after placement is ~2.9k. The congestion estimate from routability-driven global placement came to just over 1. The count of port buffers added during placement is 22.

Floorplanning
According to the I/O placement log, the pin count is 23. The vertical die size is between 200 and 250 µm. After floorplanning, the core was divided into around 80 placement rows. The floorplan step set the die width to between 200 and 250 µm. For this configuration, the core starts out at a cell density of around two fifths. The full die area is ~50000 µm². The core region is about 48000 µm².

Synth
The distinct cell type count after synthesis is around 98. The post-synthesis cell type with the largest combined area is edfxtp_1. The share of synthesized registers carrying an async set or reset is 0%. Warnings reported by Yosys during synthesis add up to 3. In this run the cell area of the synthesized design comes to 19280 µm². Yosys reports that the most numerous cell types are 290 x nand2_1, 210 x a21oi_1, 205 x nor2_1, 202 x mux2i_1, 164 x ha_1.

The dominant register cell is edfxtp_1. The main area contributors are edfxtp_1 24%, ha_1 11%, mux2i_1 10%. The average cell area after synthesis is approximately 8 µm². Counting flops and latches in the post-synthesis netlist gives around 160.

In the post-synthesis netlist, the cell with the most instances is nand2_1. The synthesized chip area reported by yosys is around 19000 µm². The synthesized design contains ~150 enable-type register cells. The instance count of the mapped netlist is around 2.4k. The share of synthesized area occupied by flip-flops and latches is between 20% and 30%. The share of the synthesized area in the top cell type is between 20% and 30%. The post-synthesis cell count from yosys is about 2.4k.

Global routing
The via count of the first global-routing pass came to ~18k. The fraction of met1 tracks used by global routing is a little under half. The initial antenna violation count is 0. For this run, the total global-route usage over all layers was measured as 31.65%. The total overflow left after global routing is 0.

The busiest layer in global routing is met2. The first-pass GRT wire length is between 100 and 150 mm. The global routing met2 resource utilization is between 40% and 50%. The largest net degree at the start of global routing is between 70 and 80. The global-route track usage on met3 is between 6 and 7%.

CTS
CTS built an H-tree with a depth of 4. The quantity of gates resized following cts is 0. The cell chosen for the clock root is clkbuf_16. The clock latency at the later pin of the worst-skew pair is about 0.5 ns. The clock passes through at most 2 buffers. Hold repair after CTS inserted 0 buffers.

Per the TritonCTS log, the buffer count is 17. The post-CTS setup buffer count is 0. On the reported timing paths, the clock transition at the registers reads about 0.070 ns.

The number of sinks driven by the clock tree is 158. The CTS tree is yes.

Route
The detailed-route wire length per cell is between 20 and 30 µm. Once iteration 0 of detailed routing completed, the report listed 1897 DRC markers. The routed wire length is roughly 75 mm. In the routed design, unresolved DRC markers number 0. The average via count per standard cell is 6.368. For this block, the via count after detailed routing is 18.88k. The diode insertion count for antenna repair is 0. The first-pass iteration count of the detailed router is 9. In this run the remaining antenna-violating nets after routing total 0.

Min path
The path category of the worst min-delay check is reg2reg. The worst hold path passes through 2 cells.

Outcome
The flow ran to the end, and the final reports show no timing, DRC or antenna violations.
==> final timing paths <==
check                      start          end  slack [ns]
setup / recovery  checkInTime[5]  chkin[2][0]       13.33
hold / removal          listBusy     listBusy        0.46
setup reg to reg         last[1]  chkin[2][0]       17.17
hold reg to reg         listBusy     listBusy        0.46
==> worst max-delay path, delay by kind of cell <==
kind	cells	cell delay, ns
buffers and inverters	6	1.78
and+or+nand+nor	8	1.89
AOI/OAI and AO/OA	16	4.70
muxes	4	1.31
adders and majority gates	4	1.23
==> state kept, by name, summed over array words and instances, names as in the netlist <==
name        cells
last            4
i               4
stdid          55
listOutput      5
chkin          88
listBusy        1
ready           1
==> metal layers <==
| metal | vias to the layer above | wire, µm |
|---|---|---|
| met5 | - | 0 |
| li1 | 8832 | - |
| met4 | 0 | 3443 |
| met1 | 8930 | 31900 |
| met2 | 923 | 33540 |
| met3 | 190 | 6441 |
==> placed cells by master, fill, tap and decap left out, types with 8 or more instances in the layout <==
cell type / n
a211oi_1: 42
a21o_1: 37
a21oi_1: 210
a221oi_1: 15
a222oi_1: 12
a22o_1: 13
a22oi_1: 37
a31oi_1: 35
and2_1: 52
and3_1: 16
buf_4: 56
clkbuf_16: 17
clkdlybuf4s50_1: 22
edfxtp_1: 153
ha_1: 164
inv_1: 131
mux2_2: 52
mux2i_1: 202
nand2_1: 290
nand2b_1: 15
nand3_1: 43
nand3b_1: 8
nand4_1: 27
nor2_1: 205
nor2b_1: 23
nor3_1: 44
o211ai_1: 46
o21a_1: 14
o21ai_0: 127
o21ai_1: 34
o221ai_1: 10
xnor2_1: 9
==> final cells by class <==
type,count,area share [%]
well taps,615,3.730
inverters,132,2.414
clock inverters,10,0.5519
multi-input cells,1949,65.20
flip-flops and latches,158,22.75
clock buffers,22,2.250
repair buffers,78,3.105
==> through the flow <==
step,cell area [µm²],hold WS (ns)
after floorplan,19280,0.4214
after global placement,20050,0.4519
after detailed placement,20050,0.4594
after CTS,20630,0.4729
after global routing,20630,0.5186
final,20630,0.4605
==> logic make-up after synthesis <==
group / after synthesis / synth area share (%)
adder cells (fa/ha/maj): 166 / 10.75
buffers and inverters: 295 / 6.399
flip-flops: 158 / 24.35
multiplexers: 261 / 14.02
XOR/XNOR: 9 / 0.4089
AND/OR/NAND/NOR: 770 / 18.42
AND-OR/OR-AND: 743 / 25.65
