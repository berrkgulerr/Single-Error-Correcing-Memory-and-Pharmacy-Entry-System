==> flow/design.v <==
`timescale 1ns / 1ps
module AddParity(
input [1:8] dataIn,
output reg [1:12] dataOut
);
always@(dataIn)
begin
dataOut[1] = (dataIn[1] ^ dataIn[2] ^ dataIn[4] ^ dataIn[5] ^ dataIn[7]);
dataOut[2] = (dataIn[1] ^ dataIn[3] ^ dataIn[4] ^ dataIn[6] ^ dataIn[7]);
dataOut[3] = dataIn[1];
dataOut[4] = (dataIn[2] ^ dataIn[3] ^ dataIn[4] ^ dataIn[8]);
dataOut[5] = dataIn[2];
dataOut[6] = dataIn[3];
dataOut[7] = dataIn[4];
dataOut[8] = (dataIn[5] ^ dataIn[6] ^ dataIn[7] ^ dataIn[8]);
dataOut[9] = dataIn[5];
dataOut[10] = dataIn[6];
dataOut[11] = dataIn[7];
dataOut[12] = dataIn[8];
end
endmodule
module CheckParity(
input [1:12] dataIn,
output reg [1:8] dataOut
);
reg [1:4] C;
reg [1:8] myOut;
always@(dataIn)
begin
myOut[1] = dataIn[3];
myOut[2] = dataIn[5];
myOut[3] = dataIn[6];
myOut[4] = dataIn[7];
myOut[5] = dataIn[9];
myOut[6] = dataIn[10];
myOut[7] = dataIn[11];
myOut[8] = dataIn[12];
C[4] = (dataIn[1] ^ dataIn[3] ^ dataIn[5] ^ dataIn[7] ^ dataIn[9] ^ dataIn[11]);
C[3] = (dataIn[2] ^ dataIn[3] ^ dataIn[6] ^ dataIn[7] ^ dataIn[10] ^ dataIn[11]);
C[2] = (dataIn[4] ^ dataIn[5] ^ dataIn[6] ^ dataIn[7] ^ dataIn[12]);
C[1] = (dataIn[8] ^ dataIn[9] ^ dataIn[10] ^ dataIn[11] ^ dataIn[12]);
if(C==0 || C==1 || C==2 || C==4 || C==8||C>12)
begin
	dataOut = myOut;
end
else 
begin
    dataOut = myOut;
	 if(C==3) begin C=C-2;end
	 else if (C==5 || C==6 || C==7) begin C=C-3; end
	 else begin C=C-4;end
    dataOut[C] = (1^ dataOut[C]);
end
end
endmodule
module RAM(
input [7:0] dataIn,  
input clk,
input mode,
input [3:0] addr,
output reg [7:0] dataOut);
reg [7:0] mem[15:0];
initial begin
mem[0] = 0;
mem[1] = 0;
mem[2] = 0;
mem[3] = 0;
mem[4] = 0;
mem[5] = 0;
mem[6] = 0;
mem[7] = 0;
mem[8] = 0;
mem[9] = 0;
mem[10] = 0;
mem[11] = 0;
mem[12] = 0;
mem[13] = 0;
mem[14] = 0;
mem[15] = 0;
end
always@(posedge clk)
begin
	if(mode==0)
	begin
		dataOut = mem[addr];
	end
	else
	begin
		mem[addr] = dataIn;
	end
end
endmodule
module SEC_MEM(
input [1:12] dataIn,
input clk,
input mode,  
input [3:0] addr,
output  [1:12] dataOut);
wire  [7:0]  ramDataIn;
wire  [7:0]  ramDataOut;
CheckParity CP(dataIn,ramDataIn);
RAM RM(ramDataIn, clk, mode, addr, ramDataOut);
AddParity AP(ramDataOut,dataOut);
endmodule
==> flow/run.sh <==
#!/bin/bash
# OpenROAD 26Q1-2900-gdf79404cd8, Yosys 0.63+post, stock flow scripts
make -C /OpenROAD-flow-scripts/flow DESIGN_CONFIG=/design/flow/config.mk WORK_HOME=/design/flow/orfs finish
==> flow/config.mk <==
export PLATFORM = sky130hd
export DESIGN_NAME = SEC_MEM
export DESIGN_NICKNAME = SEC_MEM
export VERILOG_FILES = /design/flow/design.v
export SDC_FILE = /design/flow/constraint.sdc
export NUM_CORES = 4
export LEC_CHECK = 1
export CORE_UTILIZATION = 50
==> flow/constraint.sdc <==
current_design SEC_MEM

set clk_period 4.8
set clk_io_pct 0.2

create_clock -name clk0 -period $clk_period [get_ports {clk}]

set non_clock_inputs [all_inputs -no_clocks]
set_input_delay [expr $clk_period * $clk_io_pct] -clock clk0 $non_clock_inputs
set_output_delay [expr $clk_period * $clk_io_pct] -clock clk0 [all_outputs]
==> Slide: Implementation Results <==
Synthesis and Place & Route Summary

Synth
  – Distinct cells, synth: 58
  – Prevailing post-synth register cell: edfxtp_1
  – Synth Seq Share: 0.6390
  – Count leader, synth: edfxtp_1
  – Dominant cell area share: 0.6390
  – Post-synth top area cell: edfxtp_1
  – Commonest cells in the netlist: edfxtp_1 (136), mux4_2 (40), nand2_1 (23)
  – Asr flop ratio synth: 0
  – Flip-flops with a built-in enable: 136
  – Yosys reg bits: 136
  – Mapped Avg Cell Area: 17.41 sq um
  – Yosys stat cell total: 367
  – Post-Synthesis Cells: 367
  – Ys Warns: 3
  – Chip Area, Yosys: 0.006391 sq mm
  – Cell Area, Synth: 0.006391 sq mm
  – Synth top area cells: edfxtp_1 (64%), mux4_2 (14%), ha_1 (2.7%)

Placed design
  – Final HPWL DP: 9416 microns
  – Placer Congestion: 0.8904
  – IO Port Bufs: 29

Critical path
  – Maximum fanout along the worst path: 8
  – Worst Path Arrival: 5560 ps
  – Critical Path RT: 5070 ps
  – Crit path launch type: input port
  – CP Capture Type: flop
  – Setup CP Type: input port to flop

Route
  – Detailed Route Iter0 Violations: 211
  – Post-route ant nets: 0
  – WL final: 14460 microns
  – DRT Pass-1 Iters: 4
  – Inserted Diodes: 0
  – Residual DRC: 0
  – DR vias: 3762
  – Drt wl/cell: 21.55 microns
  – Drt via density: 5.607

Finish
  – P&R area growth vs syn: 33.67%
  – Final Util: 0.6996
  – Layout cells sized above 1: 0.4453

Global routing
  – Met1 usage: 0.3825
  – Antenna violations before repair: 0
  – Routing usage on met3: 0.1147
  – Gr usage total: 0.2647
  – Largest net degree at the start of global routing: 40
  – Vias in the first global route: 4058
  – First-pass GRT wire length: 22710 microns
  – Gr busiest metal: met2
  – Total congestion overflow: 0
  – Met2 Usage GRT: 0.4205

Timing
  – Fin. max-slew vios: 0
  – Setup slack after layout: -492.6 ps
  – Final Hold Fails: 0
  – Maximum clock rate: 188.9 MHz
  – Min Hold Slack: 850.3 ps
  – RSZ-0062 raised after global routing: true
  – Slew @ Worst Pin: 824.2 ps
  – Clk_skew: 6.874 ps
  – Post-route clock period utilization: 1.103
  – Worst relative slew slack: 0.4463
  – Setup-failing EPs final: 128
  – Crit path time final: 5293 ps

Clock tree
  – CTS tree: done
  – Hold-fix buffers at CTS: 0
  – Root Driver: clkbuf_16
  – Late-Pin Clk Latency: 410 ps
  – Bufs on Longest Clock Path: 2
  – TritonCTS buffer count: 17
  – Clock transition at the registers of the reported paths: 50 ps
  – Clock sink count: 136
  – H-tree levels: 4

Run status
  – Status: finished, violations left
  – Failing checks: setup timing

Power
  – Max VDD drop: 0.3148 mV
  – Pwr/cell area: 462.7 mW/mm^2
  – Static Leak: 2.987 nW

Die
  – # rows: 40
  – Pre-Place Util: 0.5234
  – Die height: 115.1 microns
  – Die X: 115.1 microns
  – Die area: 0.01324 sq mm
  – I/O pins: 30
  – Core Box Area: 0.01221 sq mm

Flow run
  – Log Warnings: 33
  – Max-cap violations: 0

Hold path
  – Hold Path Class: flop to flop
## stage by stage
step	instance area [sq um]	setup TNS (ps)	power, W	setup WS (ps)	cells
after floorplan	6596	-87740	0.002082	-832.1	367
after global placement	7679	-141630	0.002493	-1203	626
after detailed placement	7679	-153520	0.002504	-1297	626
after CTS	8551	-67360	0.003938	-654.3	672
after global routing	8543	-69700	0.004140	-630.7	671
final	8543	-50970	0.003953	-492.6	671
## flip-flops by register name, summed over array words and instances (netlist names)
signal / count
RM.mem: 128
RM.dataOut: 8
## cell type report
class,count,area [sq um]
inverters,8,37.54
flip-flops and latches,136,4084
clock buffers,18,429.2
repair buffers,116,1054
well taps,168,210.2
multi-input cells,211,2524
fillers,852,3669
clock inverters,14,205.2
## routing by layer
layer  part of all wire  vias to the layer above  routed length, microns
li1                   -                     1744                       -
met1               0.38                     1837                    5518
met2               0.51                      160                    7446
met3              0.088                       21                    1277
met4              0.015                        0                     221
met5                  0                        -                       0
## critical path: stages
cell     delay (ps)
buf_8           100
buf_6           100
xor2_2          130
xnor3_2         490
inv_4           110
ha_4            170
inv_2            40
or4_4           570
a21oi_4         220
a21oi_2          80
or2_4           260
ha_4            170
inv_4            50
o21ai_2          50
ha_2            160
or4b_1          510
or4_1           420
a21oi_2         140
or4b_4          480
o21ai_4         190
buf_6           150
## kinds of logic after synthesis
family                   count (synthesis)  share of synthesized area
flip-flops                             136                     0.6390
AND/OR/NAND/NOR                         85                    0.06754
multiplexers                            43                     0.1458
AND-OR/OR-AND                           39                    0.04894
XOR/XNOR                                30                    0.05775
buffers and inverters                   20                    0.01351
adder cells (fa/ha/maj)                 14                    0.02741
## timing repair
action | in CTS | in global routing
pin swaps | 28 | 15
setup buffers | 12 | 1
endpoints found under the setup margin | 128 | 128
gates cloned | 2 | 0
gates resized | 57 | 10
## path summary, 6_finish.rpt
check	start	endpoint	slack (ps)	cells after the start
min reg2reg	RM.mem[2][7]	RM.dataOut[7]	850	2
max	dataIn[11]	RM.mem[3][0]	-490	21
min	RM.mem[2][7]	RM.dataOut[7]	850	2
max reg2reg	RM.mem[12][5]	RM.dataOut[5]	3110	2
## report_power, final
| part | internal [W] | switching [W] | total, W |
|---|---|---|---|
| combinational | 0.000587 | 0.000613 | 0.00120 |
| clock | 0.000915 | 0.000453 | 0.00137 |
| sequential | 0.00137 | 0.0000127 | 0.00138 |
| total | 0.00287 | 0.00108 | 0.00395 |
## cells in the final DEF (no fill, tap or decap), drive strengths merged, types with 2 or more instances in the layout
cell type      Yosys  routed
o21ai             10      10
a31oi              3       3
or3                2       2
xnor3              4       4
o211ai             3       3
nor2              19      19
xor2               6       6
dlygate4sd2        0       3
ha                14      14
edfxtp           136     136
clkinv             0       7
bufinv             0       5
a21oi              6       6
buf                6      94
clkdlybuf4s50      0      16
clkinvlp           0       2
nand2             24      24
xnor2             19      19
clkbuf             6      20
mux4              40      40
nand3             14      14
o31ai              7       7
nand4              2       2
and3               2       2
nand3b             2       2
nand2b             2       2
or4                2       2
or4b               2       2
inv                8       8
nor3               7       7
mux2i              2       2
Power figures rest on the tool's default switching activity, not on a simulated workload.
